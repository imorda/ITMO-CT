--- /design/flow/design.v ---
module register_file(clk, we3, a1, a2, a3, wd3, rd1, rd2);
  input clk, we3;
  input [4:0] a1, a2, a3;
  input [31:0] wd3;
  output reg [31:0] rd1, rd2;
  reg [31:0] mem[0:31];
  integer i;
  initial begin
    for (i=0; i<32; i = i+1) begin
      mem[i] = 0;
   	end
  end
  always @(a1 or a2) begin
    rd1 = mem[a1];
    rd2 = mem[a2];
  end
  always @ (posedge clk) begin
    if (we3) mem[a3] = wd3;
    rd1 = mem[a1];
    rd2 = mem[a2];
  end
endmodule
--- /design/flow/config.mk ---
export PLATFORM = sky130hd
export DESIGN_NAME = register_file
export DESIGN_NICKNAME = register_file
export VERILOG_FILES = /design/flow/design.v
export SDC_FILE = /design/flow/constraint.sdc
export NUM_CORES = 4
export LEC_CHECK = 1
export CORE_UTILIZATION = 50
--- /design/flow/constraint.sdc ---
current_design register_file

set clk_period 13.3
set clk_io_pct 0.2

create_clock -name clk0 -period $clk_period [get_ports {clk}]

set non_clock_inputs [all_inputs -no_clocks]
set_input_delay [expr $clk_period * $clk_io_pct] -clock clk0 $non_clock_inputs
set_output_delay [expr $clk_period * $clk_io_pct] -clock clk0 [all_outputs]
--- /design/flow/run.sh ---
#!/bin/bash
# OpenROAD 26Q1-2900-gdf79404cd8, Yosys 0.63+post, stock flow scripts
make -C /OpenROAD-flow-scripts/flow DESIGN_CONFIG=/design/flow/config.mk WORK_HOME=/design/flow/orfs finish
==> out/results.tsv <==
stage	metric	value	unit
synth	count of library flops with an enable pin	0	
synth	ys flops	1088	
synth	yosys stat chip area	0.06600	mm2
synth	Cell variety after synth	86	
synth	fraction of registers with async set or reset after synthesis	0	
outcome	Last stage	synthesis	
synth	Yosys Instances	8399	
outcome	tool error	ERROR: Found 64 problems in 'check -assert'.	
synth	Seq share, synth	0.3300	
synth	total of warnings raised by yosys	2	
synth	Top FF cell, synth	dfxtp_1	
outcome	status	aborted with a tool error	
==> cell families after synthesis <==
group | Yosys count | synth area share
compound gates | 3252 | 0.3674
xor+xnor | 6 | 0.0007964
buf+inv | 980 | 0.05773
flops | 1088 | 0.3300
mux | 356 | 0.05951
simple gates | 2717 | 0.1845
==> synthesized netlist by cell type, drive strengths merged (62+ instances only) <==
| library cell | number | share of area |
|---|---|---|
| nor2 | 249 | 0.014 |
| nand3 | 302 | 0.023 |
| mux2i | 71 | 0.011 |
| nand2 | 1599 | 0.091 |
| a22o | 444 | 0.059 |
| o22ai | 64 | 0.0061 |
| o32a | 62 | 0.0094 |
| a221oi | 470 | 0.062 |
| a211oi | 106 | 0.013 |
| a21oi | 307 | 0.023 |
| nor3 | 88 | 0.0067 |
| nand4 | 187 | 0.018 |
| buf | 199 | 0.013 |
| dfxtp | 1088 | 0.33 |
| a22oi | 783 | 0.089 |
| mux2 | 285 | 0.049 |
| o21ai | 498 | 0.038 |
| nor4 | 103 | 0.010 |
| clkbuf | 672 | 0.038 |
| inv | 109 | 0.0062 |
